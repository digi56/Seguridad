[flow/config.mk]
export PLATFORM = sky130hd
export DESIGN_NAME = LCD
export DESIGN_NICKNAME = LCD
export VERILOG_FILES = /design/flow/design.v
export SDC_FILE = /design/flow/constraint.sdc
export NUM_CORES = 4
export LEC_CHECK = 1
export CORE_UTILIZATION = 30
[flow/constraint.sdc]
current_design LCD

set clk_period 4.8
set clk_io_pct 0.2

create_clock -name clk0 -period $clk_period [get_ports {clk}]

set non_clock_inputs [all_inputs -no_clocks]
set_input_delay [expr $clk_period * $clk_io_pct] -clock clk0 $non_clock_inputs
set_output_delay [expr $clk_period * $clk_io_pct] -clock clk0 [all_outputs]
[flow/design.v]
`timescale 1ns / 1ps
module LCD	#(parameter core_addr = 'h16) (clk, en, Reset, addr, data_i, isDone, cmd, LCD_RS, LCD_RW, LCD_E, LCD_DATA);
	parameter       k = 18;
	input           clk;  
   input	en;
	input Reset;
   input [15:0] addr;
	input [15:0] data_i;
	input [2:0]	 cmd;
	output reg isDone;
	reg   [k+8-1:0] count=0;
	reg             lcd_stb;
	reg       [5:0] lcd_code;
	reg       [6:0] lcd_stuff;
	reg       [7:0] char_buffer;
	reg				 count_en;	
	output reg      LCD_RS;
	output reg      LCD_RW;
	output reg [3:0]LCD_DATA;
	output reg      LCD_E;
	localparam LCD_INIT = 1;
	localparam SEND_BYTE = 2;
	localparam LINE_2 = 3;
	localparam HOME = 4;
	localparam DESP = 5;
	localparam CLEAR = 6;
	localparam WAIT = 12;
	localparam WRITE1 = 13;
	localparam WRITE2 = 14;
	initial	begin
					count_en = 1;
					LCD_RS 	= 0;
					LCD_RW	= 0;
					LCD_DATA	= 0;
					LCD_E		= 0;
					lcd_code	= 0;
					lcd_stuff= 0;
					lcd_stb	= 0;
					char_buffer	= 0;
				end
	always @ (posedge clk) begin
		if (Reset) begin
					count_en <= 0;
					LCD_RS 	<= 0;
					LCD_RW	<= 0;
					LCD_DATA	<= 0;
					LCD_E		<= 0;
					lcd_code	<= 0;
					lcd_stuff<= 0;
					lcd_stb	<= 0;
					char_buffer	= 0;
		end
			if(addr == core_addr  && en ) begin
			count_en <=1;
			char_buffer = data_i;
			end
			else begin
				count <= 0;
				count_en <= 0;
				isDone <=0;
			end
			if(count_en)
				count  <= count + 1'b1;
			case(cmd)
						LCD_INIT: begin
							case (count[k+7:k+2])
									0:	lcd_code <= 6'b000011; 
									1: lcd_code <= 6'b000011;
									2: lcd_code <= 6'b000011;
									3: lcd_code <= 6'b000010;
									4: lcd_code <= 6'b000010;         
									5: lcd_code <= 6'b001000;
									6: lcd_code <= 6'b000000;         
									7: lcd_code <= 6'b000110;
									8: lcd_code <= 6'b000000;         
									9: lcd_code <= 6'b001100;
									10: lcd_code <= 6'b000000;         
									11: lcd_code <= 6'b001111;        
									12: lcd_code <= 6'b000000;			 
									13: lcd_code <= 6'b000001;
									14: begin
											count_en <= 0;
											isDone <= 1 ;
											count <= 0;
										 end
										endcase 
								end		 
						SEND_BYTE:	begin
						case (count[k+7:k+2])
									0: lcd_code <= {1'b1, 1'b0, char_buffer[7:4]};
									1: lcd_code <= {1'b1, 1'b0, char_buffer[3:0]};
									2: begin
											count_en <= 0;
											isDone <= 1 ;
											count <= 0;
										 end
										endcase 
						end
						LINE_2:	begin
						case (count[k+7:k+2])
									0: lcd_code <= 6'b001100;
									1: lcd_code <= 6'b000000;
									2: begin
											count_en <= 0;
											isDone <= 1 ;
											count <= 0;
										 end
										endcase 
						end
						HOME:	begin
						case (count[k+7:k+2])
									0: lcd_code <= 6'b000000;
									1: lcd_code <= 6'b000010;
									2: begin
											count_en <= 0;
											isDone <= 1 ;
											count <= 0;
										 end
										endcase 
						end
						DESP:	begin
						case (count[k+7:k+2])
									0: lcd_code <= 6'b000001;
									1: lcd_code <= 6'b000100;
									2: begin
											count_en <= 0;
											isDone <= 1 ;
											count <= 0;
										 end
										endcase 
						end
						CLEAR:	begin
						case (count[k+7:k+2])
									0: lcd_code <= 6'b000000;
									1: lcd_code <= 6'b000001;
									2: begin
											count_en <= 0;
											isDone <= 1 ;
											count <= 0;
										 end
										endcase 
						end
						endcase
		lcd_stb <= ^count[k+1:k+0];   
		lcd_stuff <= {lcd_stb,lcd_code};
		{LCD_E,LCD_RS,LCD_RW,LCD_DATA[3],LCD_DATA[2],LCD_DATA[1],LCD_DATA[0]} <= lcd_stuff;
	end
endmodule
[flow/run.sh]
#!/bin/bash
# OpenROAD 26Q1-2900-gdf79404cd8, Yosys 0.63+post, stock flow scripts
make -C /OpenROAD-flow-scripts/flow DESIGN_CONFIG=/design/flow/config.mk WORK_HOME=/design/flow/orfs finish
==> flow_metrics.tcl <==
# implementation run metrics
set metrics [dict create \
    worstMarginPinSlew_ns 0.775 \
    clock_sinks 57 \
    hold_buffers 0 \
    clock.latency.late_pin_ns 0.34 \
    holdCritStartpoint "lcd_stuff[6]" \
    drc 0 \
    synth_top_area_share 0.422 \
    outcome "finished clean" \
    totalPowerFinal_uw 987 \
    crit_end "count[14]" \
    globalRoute.totalOverflow 0 \
    top_cells_by_area "dfxtp_1 (42%), nand2_1 (4.3%), a21oi_1 (4.1%)" \
    top_cells_by_count "dfxtp_1 (57), nand2_1 (31), a21oi_1 (22), nand3_1 (22)" \
    ys.warnings.count 1 \
    synth_flops 57 \
    relSlewSlack 0.480 \
    yosysSeqAreaShare 0.422 \
    cts_tree "yes" \
    worstPathCellList "clkdlybuf4s50_1, nor2_1, nand2_1, o2bb2ai_1, and4_1, buf_4, a21oi_1" \
    leakagePower_uw 0.00115 \
    synth_cell_types 62 \
    cp-end-kind "register" \
    cts_made_buffers 9 \
    max_cap_viol_count 0 \
    pin_count 46 \
    criticalPathCategory "in2reg" \
    drt_pass1_iterations 5 \
    post-dp-hpwl_mm 3.85 \
    drive_above_1_share 0.119 \
    yosys_most_used_dff "dfxtp_1" \
    clockBufferDepth 2 \
    avgSynthCellArea_sq_um 8.75 \
    slew_viol_final 0 \
    setup_tns_ns 0 \
    crit_start "cmd[1]" \
    reg2reg_slack_ns 2.53 \
    skew_ns 0.00742 \
    grt_max_degree 22 \
    syn_area_sq_um 2710 \
    required_ns 5.02 \
    worstSetupStartpointType "input pin" \
    utilization 0.383 \
    grt_pass1_wl_mm 9.92 \
    die_w_microns 97.0 \
    route.antenna.remaining_nets 0 \
    stdcell_area_sq_um 3340 \
    first_global_vias 2172 \
    post_cts_buffers 0 \
    finalClockPeriodUsage 0.664 \
    max_freq_ghz 0.314 \
    seqCellArea_sq_um 1140 \
    vias 2396 \
    yosysTopAreaCell "dfxtp_1" \
    wire_per_inst_microns 12.8 \
    ys_cells 309 \
    wl_mm 5.81 \
    syn_to_final_growth_pct 23.4 \
    cp.arrival_ns 3.41 \
    async_reset_ff_frac 0 \
    gp_congestion 0.879 \
    fp_util 0.310 \
    rsz0062_at_grt "no" \
    track_usage 0.126 \
    timing.rr.start "count[22]" \
    synth.most_common_cell "dfxtp_1" \
    finalHoldViolations 0 \
    p_per_area_nw_per_um2 296 \
    post_cts_resized 0 \
    cts_max_level 3 \
    logic_area_sq_um 1460 \
    holdCritPathClass "reg2reg" \
    coreArea_sq_um 8720 \
    dpl_worst_slack_ns 1.30 \
    clk_pin_slew_ns 0.06 \
    dpl_cell_area_sq_um 3140 \
    die_h_microns 97.0 \
    dieArea_sq_um 9400 \
    numPortBuffers 37 \
    root_buffer "clkbuf_8" \
    max_stage_delay_ns 0.68 \
    layout_setup_ws_ns 1.61 \
    tool_warnings 33 \
    setup_violations 0 \
    yosysChipArea_sq_um 2710 \
    min_period_ns 3.19 \
    path_max_fanout 20 \
    vdd_drop_max_v 0.000102 \
    cp_slowest_cell "and4_1" \
    reg2reg_to "lcd_code[0]" \
    fillers 850 \
    r2r_cells 5 \
    drt-initial-drc-count 217 \
    diodes 0 \
    netlist_instances 309 \
    edf_count 0 \
    viasPerCell 5.30 \
    antenna_found_initial 0 \
    rows 34 \
]
==> final cells by class <==
cell class,instances,area share
Clock buffer,12,0.0465
Inverter,5,0.00562
Clock inverter,3,0.0120
Timing Repair Buffer,39,0.115
Sequential cell,57,0.342
Multi-Input combinational cell,228,0.438
Tap cell,108,0.0405
==> power breakdown <==
group / internal (uW) / total [uW] / switching (uW) / leakage, uW
logic: 35.3 / 56.8 / 21.5 / 0.000591
registers: 481 / 483 / 2.17 / 0.000462
clock network: 263 / 447 / 184 / 0.000102
total: 780 / 987 / 208 / 0.00115
==> cells by family after synthesis <==
family                   count (synthesis)  share of synthesized area
flip-flops                              57                      0.422
AND-OR/OR-AND                           82                      0.207
buffers and inverters                   24                     0.0379
adder cells (fa/ha/maj)                  2                    0.00925
XOR/XNOR                                 1                    0.00324
multiplexers                            10                     0.0486
AND/OR/NAND/NOR                        133                      0.272
==> cell usage in the layout (no fill, tap or decap), types with 3 or more instances in the layout <==
master	netlist	final
dfxtp_1	57	57
inv_1	5	5
nand3_1	22	22
clkdlybuf4s50_1	0	37
o21ai_0	14	14
a211oi_1	3	3
clkbuf_8	0	11
nand2_1	31	31
o22ai_1	3	3
mux2_2	5	5
nand3b_1	4	4
nand2b_1	4	4
and4_1	6	6
nor2b_1	8	8
mux2i_1	3	3
or3_1	8	8
a21oi_1	22	22
a311oi_1	4	4
nor2_1	14	14
nor3_1	6	6
or2_2	8	8
nand4_1	7	7
o211ai_1	7	7
==> worst min-delay path by stage <==
stage	slack (ns)	cells after the start	end
after CTS	0.32	0	LCD_E
after global routing	0.34	0	lcd_stuff[6]
final	0.32	0	LCD_E
==> state kept, by name, indices dropped and copies added, names as in the netlist <==
signal / count
LCD_DATA: 4
LCD_E: 1
LCD_RS: 1
LCD_RW: 1
char_buffer: 8
count: 26
count_en: 1
isDone: 1
lcd_code: 6
lcd_stb: 1
lcd_stuff: 7
==> metal layers <==
layer	routed length (microns)	vias up	GRT usage
met2	2460	78	0.187
li1	-	1214	-
met4	89	0	0.0253
met5	0	-	0
met1	2870	1098	0.195
met3	390	6	0.0221
==> per-stage QoR <==
step / hold WS (ns) / cells
floorplan: 0.310 / 309
global placement: 0.312 / 437
detailed placement: 0.312 / 437
CTS: 0.323 / 452
global route: 0.337 / 452
finish: 0.323 / 452
==> critical path, delay by kind of cell <==
kind | cells | cell delay, ns
buf+inv | 2 | 0.94
simple gates | 3 | 1.30
compound gates | 2 | 0.19
No activity file was given, so power comes from the tool's default toggle rates.
