**flow/config.mk**
```make
export PLATFORM = sky130hd
export DESIGN_NAME = Cerradura
export DESIGN_NICKNAME = Cerradura
export VERILOG_FILES = /design/flow/design.v
export SDC_FILE = /design/flow/constraint.sdc
export NUM_CORES = 4
export LEC_CHECK = 1
export CORE_UTILIZATION = 40
```
**flow/constraint.sdc**
```tcl
current_design Cerradura

set clk_period 10.7
set clk_io_pct 0.2

create_clock -name clk0 -period $clk_period [get_ports {clk}]

set non_clock_inputs [all_inputs -no_clocks]
set_input_delay [expr $clk_period * $clk_io_pct] -clock clk0 $non_clock_inputs
set_output_delay [expr $clk_period * $clk_io_pct] -clock clk0 [all_outputs]
```
**flow/design.v**
```verilog
`timescale 1ns / 1ps
module Cerradura #(parameter core_addr = 'h16) (clk, en, Reset, addr, isDone, cmd, switch, cerr);
	input           clk;  
   input	en;
	input Reset;
   input [15:0] addr;
	input [2:0]	 cmd;
	input switch;
	reg[30:0] count;
	output reg isDone;
	output reg cerr;
	parameter k=150000000;
	localparam MANUAL = 1;
	localparam AUTOMATIC = 2;
	initial	begin
					cerr 	= 0;
					count = 0;
				end
	always @ (posedge clk) begin
		if (Reset) begin
					cerr <= 0; 
		end
		if (switch) begin
			cerr<=1;
			if (count == k) begin
				count = 0;
				cerr <= 0;
				isDone = 1;
			end
			else count = count + 1'b1;
		end
		if(addr == core_addr  && en ) begin
				cerr<=1;
				if (count == k) begin
					cerr <= 0;
					count = 0;
					isDone = 1;
				end
				else count = count + 1'b1;
		end
		if (count > 0) begin
			cerr<=1;
				if (count == k) begin
					cerr <= 0;
					count = 0;
					isDone = 1;
				end
				else count = count + 1'b1;
		end
	end
endmodule
```
**flow/run.sh**
```bash
#!/bin/bash
# OpenROAD 26Q1-2900-gdf79404cd8, Yosys 0.63+post, stock flow scripts
make -C /OpenROAD-flow-scripts/flow DESIGN_CONFIG=/design/flow/config.mk WORK_HOME=/design/flow/orfs finish
```
==> flow_metrics.py <==
# Flow results
metrics = {
    "setup_path": {
        "crit_type": "input port to flop",
        "cp_slowest_cell": "clkdlybuf4s50_1",
        "worstSetupEndpointType": "flop",
        "crit_chain": "clkdlybuf4s50_1 > nand4_4 > or3_1 > nor4_1 > xor2_1 > a2111oi_0 > buf_4 > and2_1 > nand3_1 > a31o_2 > inv_1 > ha_1 > nand3_1 > a211o_1 > a2111oi_4 > nand3_2 > or2_1 > or4_1",
        "worstSetupPathDepth": 18,
        "crit_top_cell": "nand3_1",
        "reg2reg_depth": 20,
        "crit_buf_inv": 3,
        "cp_top_family": "simple AND/OR/NAND/NOR gates",
        "cp.arrival_ns": 7.57,
        "cp_max_fo": 15,
        "start_kind": "input port",
        "cpPeakStageDelay_ns": 0.85,
        "worstPathRequired_ns": 10.73,
    },
    "power": {
        "p_sw_share_pct": 40.5,
        "peakVddDrop_uv": 111,
        "internal_power_w": 0.000364,
        "seq_power_share_pct": 30.8,
        "pwr-share-clk_pct": 31.4,
        "powerDensity_nw_per_um2": 121,
        "p_switching_w": 0.000248,
        "leakage_nw": 1.66,
        "combPwrFrac_pct": 37.8,
    },
    "min_path": {
        "hold_depth": 1,
        "hold_path.class": "flop to flop",
    },
    "status": {
        "status": "finished, final reports clean",
    },
    "floorplan": {
        "die_h_um": 109,
        "core_um2": 11000,
        "die_x_um": 109,
        "rows": 38,
        "die_area_um2": 11800,
        "io_pins": 25,
        "fp-utilization_pct": 41.4,
    },
    "run": {
        "drv_cap": 0,
        "warnings": 31,
    },
    "clock_tree": {
        "numCtsBuffers": 5,
        "cts_buffer_depth": 2,
        "htree_levels": 2,
        "cts_tree": "built",
        "path_clk_slew_ns": 0.06,
        "cts-resized-gates": 0,
        "ctsHoldBuffers": 0,
        "post_cts_buffers": 0,
        "root_buffer": "clkbuf_16",
        "clock_sinks": 33,
        "clock_latency_ns": 0.28,
    },
    "final_layout": {
        "logic_area_um2": 3700,
        "final_cell_mix": "69 x nor2_1, 55 x nand2_1, 48 x xnor2_1, 32 x nand3_1, 32 x dfxtp_1",
        "area_growth_pct": 10.9,
        "fillers": 1079,
        "fin_cells": 767,
        "final_layout_size_suffix_gt1_share_pct": 8.29,
        "regArea_um2": 671,
        "final_layout_top_logic_cell": "nor2_1",
    },
    "synthesis": {
        "area_leaders": "dfxtp_1 14%, xnor2_1 9.2%, nor2_1 5.7%",
        "ff_type": "dfxtp_1",
        "synth_area_um2": 4550,
        "ys_cells": 617,
        "yosysUniqueCellTypes": 81,
        "synth-warning-count": 1,
        "netlist_instances": 617,
        "yosys_area_um2": 4550,
        "edf_count": 1,
        "top_cell_area_share_pct": 14.1,
        "yosysSeqAreaShare_pct": 14.7,
        "async_flop_share_pct": 0,
        "avgSynthCellArea_um2": 7.37,
        "ys_ff": 33,
        "top_area_cell": "dfxtp_1",
    },
    "sta": {
        "tns_ns": 0,
        "drv_slew": 0,
        "setup_viol": 0,
        "rsz0062_at_grt": "no",
        "period_used_pct": 70.5,
        "finClkSkew_ns": 0.00569,
        "layout_min_cycle_time_ns": 7.54,
        "slew_headroom_pct": 48.0,
        "worst_slew_pin_slew_ns": 0.780,
        "fmax_mhz": 133,
        "whs_ns": 0.454,
        "hold_viol_final": 0,
    },
    "global_routing": {
        "antenna_found_initial": 0,
        "overflow": 0,
        "grt_pass1_wl_um": 25200,
        "grt.total_usage_pct": 28.9,
        "grt_max_degree": 21,
        "grt_pass1_vias": 4428,
    },
    "route": {
        "drtPass1Iterations": 5,
        "dr_total_vias": 4965,
        "antennaDiodeCount": 0,
        "postRouteAntennaNets": 0,
        "routed_wl_um": 16300,
        "avgRoutedWirePerCell_um": 21.3,
        "drc": 0,
        "drt_iter0_drc": 453,
        "via_per_inst": 6.47,
    },
    "place": {
        "placedCellCount": 759,
        "gp_congestion": 0.993,
        "io_buffer_count": 21,
        "post-dp-hpwl_um": 13200,
    },
}
kinds of logic (layout without fill, tap and decap cells):
kind of cell,count (synthesis),count (layout),synth area share (%)
and+or+nand+nor,351,351,45.6
AOI/OAI and AO/OA,105,105,17.4
xor gates and xnor gates,75,75,14.4
buffers and inverters,39,49,4.02
DFF,33,33,14.7
muxes,8,8,2.12
adders and majority gates,6,6,1.65
final cells by class:
cell class	instances	area share [%]
Clock buffer	5	2.48
Clock inverter	3	1.36
Inverter	14	1.04
Multi-Input combinational cell	545	73.3
Sequential cell	33	13.3
Tap cell	140	3.47
Timing Repair Buffer	27	5.06
worst register-to-register path: cells and delay by family, from the launching register on:
kind	cells	cell delay (ns)
AND/OR/NAND/NOR	11	2.99
adder cells (fa/ha/maj)	2	0.31
multiplexers	1	0.36
buffers and inverters	2	0.21
flip-flops	1	0.56
AND-OR/OR-AND	4	1.22
cell usage after synthesis, drive strengths merged, types with 4 or more instances:
cell	count
a2111oi	5
a211oi	4
a21oi	14
a31o	4
a31oi	7
and2	10
and3	15
and4	10
and4b	5
buf	17
clkbuf	8
dfxtp	32
ha	6
inv	14
mux2i	5
nand2	55
nand2b	5
nand3	35
nand4	29
nor2	70
nor2b	7
nor3	32
nor4	32
nor4b	9
o211ai	6
o21ai	21
o22ai	5
o31a	6
o31ai	4
or3	10
or4	6
xnor2	48
xor2	27
path summary, 6_finish.rpt:
check,startpoint,endpoint,slack (ns)
setup / recovery,switch,cerr$_DFFE_PP_,3.16
hold / removal,isDone$_DFF_P_,isDone$_DFF_P_,0.45
setup reg to reg,count[15]$_DFF_P_,cerr$_DFFE_PP_,4.81
hold reg to reg,isDone$_DFF_P_,isDone$_DFF_P_,0.45
power by group through the flow:
stage	logic [W]	registers [W]	clock network [W]
final	0.000232	0.000188	0.000192
after global routing	0.000255	0.000193	0.000200
after CTS	0.000229	0.000187	0.000195
through the flow:
stage	worst slack [ns]	util, %	total power, W	instance area [µm²]
2_1_floorplan	4.45	-	0.000354	4550
3_3_place_gp	2.98	44.2	0.000416	4850
3_5_place_dp	2.99	44.2	0.000417	4850
4_1_cts	3.25	45.9	0.000611	5040
5_1_grt	2.90	45.9	0.000648	5040
6_report	3.16	45.9	0.000612	5040
sequential cells by signal, summed over array words and instances, names as in the netlist:
signal	count
count	31
isDone	1
cerr	1
routing by layer:
| metal | vias to the layer above | routed length, µm | track usage, % | part of all wire (%) |
|---|---|---|---|---|
| met5 | - | 0 | 0 | 0 |
| met4 | 0 | 554 | 7.34 | 3.4 |
| met3 | 42 | 1540 | 5.55 | 9.5 |
| met2 | 235 | 6650 | 41.3 | 41 |
| met1 | 2335 | 7550 | 44.6 | 46 |
| li1 | 2353 | - | - | - |
Power figures rest on the tool's default switching activity, not on a simulated workload.
